==> flow/design.v <==
module cnt_gray(
    clk,
    rst_n,
    en,
    data_bin,
    data_o
    );
    parameter integer DATA_WIDTH    = 4;         
    input                           clk;
    input                           rst_n;
    input                           en;
    output [DATA_WIDTH - 2 : 0]     data_bin;
    output reg [DATA_WIDTH - 1 : 0] data_o;
    wire [DATA_WIDTH - 1 : 0]  gnext;
    wire [DATA_WIDTH - 1 : 0]  bnext;
    wire [DATA_WIDTH - 1 : 0]  bin;
    assign bnext    = bin + en;
    assign data_bin = bin;
    grayencode
    #(
        .DATA_WIDTH(DATA_WIDTH)
    )
    grayencode_next
    (
        .data_i     (bnext),
        .data_o     (gnext)
    );
    graydecode
    #(
        .DATA_WIDTH(DATA_WIDTH)
    )
    graydecode_in
    (
        .data_i     (data_o),
        .data_o     (bin)
    );
        always @(posedge clk or negedge rst_n)
            begin
                if (~rst_n)
                    begin
                        data_o  <= {DATA_WIDTH{1'b0}};
                    end
                else
                    begin
                        data_o  <= gnext;
                    end
            end
endmodule
module graydecode(
    data_i,
    data_o
    );
    parameter integer DATA_WIDTH    = 4;         
    input  [DATA_WIDTH - 1 : 0]     data_i;
    output  [DATA_WIDTH - 1 : 0]    data_o;
    function [DATA_WIDTH - 1 : 0] decode;   
        input   bit [DATA_WIDTH - 1 : 0]    data;
        bit [DATA_WIDTH - 1 : 0]    shift;
        bit [DATA_WIDTH - 1 : 0]    sum;
        begin
            shift = data;
            for (int i = 0; i < DATA_WIDTH; i ++)
                begin
                    sum [i] = ^shift[DATA_WIDTH - 1 : 0];
                    shift = shift>>1;
                end
            decode = sum;
        end
    endfunction
    assign data_o = decode(data_i);
endmodule
module grayencode(
    data_i,
    data_o
    );
    parameter integer DATA_WIDTH    = 4;         
    input  [DATA_WIDTH - 1 : 0]     data_i;
    output  [DATA_WIDTH - 1 : 0]    data_o;
    function [DATA_WIDTH - 1 : 0] code;   
        input   bit [DATA_WIDTH - 1 : 0]    data;
        begin
            code = data ^ (data >> 1);
        end
    endfunction
    assign data_o = code(data_i);
endmodule
==> flow/run.sh <==
#!/bin/bash
# OpenROAD 26Q1-2900-gdf79404cd8, Yosys 0.63+post, stock flow scripts
make -C /OpenROAD-flow-scripts/flow DESIGN_CONFIG=/design/flow/config.mk WORK_HOME=/design/flow/orfs finish
==> flow/config.mk <==
export PLATFORM = sky130hd
export DESIGN_NAME = cnt_gray
export DESIGN_NICKNAME = cnt_gray
export VERILOG_FILES = /design/flow/design.v
export SDC_FILE = /design/flow/constraint.sdc
export NUM_CORES = 4
export LEC_CHECK = 1
export CORE_AREA = 10 10 70 70
export DIE_AREA = 0 0 80 80
==> flow/constraint.sdc <==
current_design cnt_gray

set clk_period 2.4
set clk_io_pct 0.2

create_clock -name clk0 -period $clk_period [get_ports {clk}]

set non_clock_inputs [all_inputs -no_clocks]
set_input_delay [expr $clk_period * $clk_io_pct] -clock clk0 $non_clock_inputs
set_output_delay [expr $clk_period * $clk_io_pct] -clock clk0 [all_outputs]
==> results_slide.txt <==
Flow Results at a Glance

Clock tree
  – CTS Sinks: 4
  – Hold buffers post-CTS: 0
  – Root Driver: clkbuf_4
  – Clock latency (worst-skew pair): 0.24 ns
  – CTS Buf Count: 3
  – CTS max path bufs: 2
  – Clk slew on worst S/H paths: 0.04 ns
  – H-tree levels: 1
  – CTS tree: built

Final timing
  – Setup Skew: ~0.0023 ns
  – Final Critical Period: ~2.3 ns
  – RSZ-0062 raised after global routing: no
  – Worst Tran Pin Value: 0.211 ns
  – Maximum clock rate: 434 MHz
  – Fin. Hold Viols: 0
  – Slew margin rel.: 85.9%
  – Setup Total Neg Slack: 0 ns
  – Finish-stage setup viols: 0
  – Final Cycle Share: 95.9%
  – Setup slack after layout: about 0.1 ns
  – Final Max Slew Viols: 0

Routing
  – Post-DR wirelength/cell: 8.16 um
  – Iteration-0 DRC count of the detailed router: 2
  – Detailed Route WL: 620 um
  – Routed Antenna Nets: 0
  – Number of diodes: 0
  – DRC: 0
  – Via-per-instance ratio: 2.33
  – Detailed Routing Iterations Pass 1: 2
  – Via Count: roughly 180

Critical path
  – Critical path type: reg2out
  – Register-to-Register Path Depth: 6
  – Worst Path Arrival: 1.82 ns
  – CP required: roughly 1.9 ns
  – CP max FO: 4
  – Worst r2r src: data_o[3]
  – CP Launch Type: register
  – Crit. End Element: output port
  – Worst Setup SP: data_o[3]

Die
  – I/O pins: 10
  – Die Width: roughly 80 um
  – Initial Utilization: around 6.7%
  – Core area: 3420 um^2
  – FP Rows: 21
  – Full die area: 6400 um^2
  – Die y size: 80 um

Global routing
  – First-pass GRT wire length: 1040 um
  – Grt ovf: 0
  – Initial antenna violation count: 0
  – GRT Overall Usage: 2.16%
  – Vias in the first global route: 211
  – Largest net degree at the start of global routing: 5

Run
  – Max Cap Viol: 0
  – Total tool warning count: 25

Synth
  – Synth Instances: 16
  – Area figure in the yosys stat output: between 200 and 250 um^2
  – Synth warnings: 3
  – Syn_area_per_cell: 14.3 um^2
  – Post-Syn Area: 229 um^2
  – Synth area leaders: dfrtp_1, xor2_2, xnor2_1
  – Registers, synthesis: 4
  – Cell Type Count: 8
  – Top cell area share: between 40% and 50%
  – Ys cells: 16
  – Area leader, netlist: dfrtp_1
  – Synth Seq Share: 43.7%

Placed design
  – Placer Congestion: 0.728
  – DP Wirelength: 485 um
  – Pre-CTS setup slack: between 0.2 and 0.25 ns
  – IO Port Bufs: 9
  – Placed Cells: just over 70

Status
  – Outcome: complete, no violations

Layout
  – Synth-to-layout area growth: 86.9%
  – Gate Area: 140 um^2
  – Max reg flops: 4
  – # fillers: roughly 400
  – FF/Latch Area: 103 um^2
  – Top flop regs: data_o x4
  – Share of layout cells above drive strength 1: 30.0%
  – Largest Register: data_o
  – Post-Layout Cell Count: 76

Worst hold path
  – HP Class: in2async
==> layout by cell type (no fill, tap or decap) <==
cell type	instances
mux2_1	1
xnor2_1	3
mux2i_1	1
clkdlybuf4s50_1	9
ha_1	2
dfrtp_2	2
dfrtp_1	2
xor2_1	2
xor2_2	1
buf_4	2
xor2_4	1
nor2b_1	1
clkbuf_4	3
==> cell type report <==
cell class / count / area share, %
repair buffers: 11 / 24.6
multi-input cells: 12 / 32.7
well taps: 46 / 13.5
flip-flops and latches: 4 / 24.0
clock buffers: 3 / 5.26
==> cell families (layout without fill, tap and decap cells) <==
| logic type | count (synthesis) | in the layout | share of synthesized area, % |
|---|---|---|---|
| multiplexers | 2 | 2 | 9.29 |
| adder cells (fa/ha/maj) | 2 | 2 | 10.9 |
| AND/OR/NAND/NOR | 1 | 1 | 2.73 |
| buffers and inverters | 0 | 14 | 0 |
| flip-flops | 4 | 4 | 43.7 |
| XOR/XNOR | 7 | 7 | 33.3 |
==> through the flow <==
step	area, um^2	util, %	hold slack (ns)
after floorplan	229	-	0.184
after global placement	377	11.0	0.583
after detailed placement	377	11.0	0.608
after CTS	414	12.1	0.451
after global routing	428	12.5	0.459
final	428	12.5	0.450
==> repair_timing <==
| item | in CTS | in global routing |
|---|---|---|
| endpoints found under the hold margin | 0 | 0 |
| pin swaps | 2 | 3 |
| resized | 0 | 3 |
| endpoints found under the setup margin | 1 | 1 |
| setup buffers | 2 | 0 |
==> path summary, 6_finish.rpt <==
kind / slack, ns / endpoint
worst max-delay path: 0.1 / data_bin[0]
worst min-delay path: 0.45 / data_o[1]
worst max register to register: 0.42 / data_o[3]
worst min register to register: 0.60 / data_o[3]
max in group asynchronous: 1.76 / data_o[2]
min in group clk0: 0.60 / data_o[3]
==> cells in the mapped netlist <==
cell type / number
mux2i_1: 1
dfrtp_1: 4
ha_1: 2
nor2b_1: 1
mux2_1: 1
xor2_2: 2
xnor2_1: 3
xor2_1: 2
==> metal layers <==
metal | global-route usage, % | vias to the layer above | share of wire [%]
met3 | 2.50 | 0 | 19
met1 | 3.02 | 82 | 58
li1 | - | 81 | -
met2 | 1.93 | 14 | 23
met5 | 0 | - | 0
met4 | 0.352 | 0 | 0
==> worst max-delay path, stage by stage (launching register included) <==
cell and delay (ns):
dfrtp_2 0.45, xor2_4 0.22, xor2_2 0.20, xor2_1 0.22, clkdlybuf4s50_1 0.50
