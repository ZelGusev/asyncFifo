## /design/flow/design.v

```verilog
module sync_mux(
    clk_0,
    clk_1,
    rst_n,
    en,
    data_i,
    data_o
    );
    parameter integer DATA_WIDTH    = 32;         
    parameter integer SYNC          = 2;         
    parameter integer RST_MODE      = 0;         
    localparam C_SYNC = (SYNC == 0)? 2 : SYNC + 1;
    localparam N_SYNC = (SYNC == 0)? 1 : SYNC;
    input                           clk_0;
    input                           clk_1;
    input                           rst_n;
    input                           en;
    input [DATA_WIDTH - 1 : 0]      data_i;
    output  [DATA_WIDTH - 1 : 0]    data_o;
    reg [DATA_WIDTH - 1 : 0]        data_reg;
    reg [DATA_WIDTH - 1 : 0]        mux_reg;
    reg [C_SYNC - 1 : 0]            en_shift;
    reg                             en_reg;
    wire [DATA_WIDTH - 1 : 0]       mux_data;
    assign mux_data = (en_shift[N_SYNC - 1])? mux_reg : data_reg;
    assign data_o   = mux_reg;
    always @(posedge clk_0 or negedge rst_n)
        begin
            if (~rst_n)
                begin
                    data_reg    <= {DATA_WIDTH{1'b0}};
                    en_reg      <= 1'b0;
                end
            else
                begin
                    data_reg    <= data_i;
                    en_reg      <= en;
                end
        end
    always @(posedge clk_1 or negedge rst_n)
        begin
            if (~rst_n)
                begin
                    mux_reg     <= {DATA_WIDTH{1'b0}};
                    en_shift    <= {C_SYNC{1'b0}};
                end
            else
                begin
                    mux_reg     <= mux_data;
                    en_shift    <= {en_shift[C_SYNC - 2 : 0], clk_0};
                end
        end
endmodule
```

## /design/flow/run.sh

```bash
#!/bin/bash
# OpenROAD 26Q1-2900-gdf79404cd8, Yosys 0.63+post, stock flow scripts
make -C /OpenROAD-flow-scripts/flow DESIGN_CONFIG=/design/flow/config.mk WORK_HOME=/design/flow/orfs finish
```

## /design/flow/constraint.sdc

```tcl
current_design sync_mux

set clk_period 1.8
set clk_io_pct 0.2

create_clock -name clk0 -period $clk_period [get_ports {clk_0}]
create_clock -name clk1 -period $clk_period [get_ports {clk_1}]

set non_clock_inputs [all_inputs -no_clocks]
set_input_delay [expr $clk_period * $clk_io_pct] -clock clk0 $non_clock_inputs
set_output_delay [expr $clk_period * $clk_io_pct] -clock clk0 [all_outputs]
```

## /design/flow/config.mk

```make
export PLATFORM = sky130hd
export DESIGN_NAME = sync_mux
export DESIGN_NICKNAME = sync_mux
export VERILOG_FILES = /design/flow/design.v
export SDC_FILE = /design/flow/constraint.sdc
export NUM_CORES = 4
export LEC_CHECK = 1
export CORE_UTILIZATION = 40
```

==> GITHUB_STEP_SUMMARY <==
### Yosys + OpenROAD results

| Metric | Value |
|---|---|
| Hold path startpoint | `clk_0` |
| Crit path max fanout | `2` |
| Buffer and inverter count on the worst path | `1` |
| Crit path kind | `flip-flop to output pin` |
| DRC errors left | `0` |
| Unique cell types | `5` |
| R2R Setup Slk | `about 0.47 ns` |
| Die height | `about 76 um` |
| Antenna Cells | `0` |
| Failing checks | `negative hold slack` |
| RSZ-0062 raised after global routing | `no` |
| Top cell excl fill/tap | `dfrtp_1` |
| Chip area | `between 5000 and 6000 sq um` |
| Gr ovfl total | `0` |
| CP arrival | `roughly 1.1 ns` |
| Clock Skews | `0.00370 ns` |
| Max IR drop VDD | `between 0.0007 and 0.0008 V` |
| CP max stage delay | `roughly 0.48 ns` |
| Pins Over Slew Limit | `0` |
| Ys cells | `102` |
| Vias in the first global route | `1272` |
| Clk pin slew, worst setup/hold paths | `0.07 ns` |
| Boundary pin count | `around 70` |
| Worst path slowest cell | `clkdlybuf4s50_1` |
| Die width | `about 76 um` |
| CP startpoint kind | `flip-flop` |
| Hold Path Stages | `2` |
| TritonCTS clock tree | `built` |
| Drt via density | `4.35` |
| Placeable Area | `between 5000 and 6000 sq um` |
| Final instance area | `about 3100 sq um` |
| P_int | `between 3 and 4 mW` |
| Least-Margin Pin Slew | `roughly 0.5 ns` |
| Yosys synthesis chip area | `about 2200 sq um` |
| Syn avg cell area | `around 22 sq um` |
| HPWL Detailed | `approximately 2400 um` |
| Post-route ant nets | `0` |
| Reg2reg start | `en_shift[1]` |
| Flop pwr share | `0.439` |
| Log Warnings | `27` |
| PD cells | `approximately 1600 nW/um^2` |
| Sw power | `1.13 mW` |
| Layout area overhead | `43.1%` |
| Synth Seq Share | `0.752` |
| PostCTS Resize Cnt | `0` |
| Kind of cell adding the most delay to the critical path | `buffers and inverters` |
| Port buffer count | `roughly 65` |
| Fp_density | `0.422` |
| Share of cells above drive strength 1 | `0.282` |
| Hold Crit Class | `clock port to flip-flop` |
| Worst path required time | `roughly 1.4 ns` |
| Sw Share | `0.222` |
| Max_slew headroom | `0.667` |
| First-pass GRT wire length | `between 6000 and 7000 um` |
| Hold Fails Final Rpt | `1` |
| Comb area | `roughly 470 sq um` |
| RR Endpoint | `mux_reg[24]` |
| Routability-driven placement congestion ratio | `around 0.71` |
| Combinational Power Share | `0.315` |
| Via Count | `1122` |
| Min Hold Slack | `-0.0581 ns` |
| Final wirelength | `between 3000 and 4000 um` |
| Yosys warning count | `1` |
| Status | `finished with violations` |
| Min-Delay Endpoint | `en_shift[0]` |
| Largest net degree at the start of global routing | `30` |
| Initial antenna violation count | `0` |
| Drt first pass iters | `2` |
| Leakage | `between 1 and 1.5 nW` |
| FILL cells | `398` |
| Flop area | `1650 sq um` |
| Synthesized cell area | `2200 sq um` |
| Initial DRC Count | `39` |
| FF-to-FF path depth | `2` |
| Num rows | `26` |
| Wirelength per Cell | `roughly 14 um` |
| Worst-path cell chain | `clkdlybuf4s50_1` |
| # setup viols final | `0` |
| Max-Cap Viols | `0` |
| Clk pwr share | `0.247` |
| Mapped Cells | `around 100` |
| All-Layer GR Usage | `0.152` |
| Placed instance area | `2920 sq um` |
| Post-synth regs | `around 66` |
| Most frequent logic cells in the routed design | `dfrtp_1, clkdlybuf4s50_1, mux2_4` |
| Worst Setup End Kind | `output pin` |
| Setup TNS | `0 ns` |
cells by family (layout without fill, tap and decap cells):
group / after synthesis / in the layout / share of synthesized area
buffers and inverters: 4 / 90 / 0.0325
flip-flops: 66 / 66 / 0.752
multiplexers: 32 / 32 / 0.215
area by class of cell:
| class | instances | share of cell area |
|---|---|---|
| flip-flops and latches | 66 | 0.526 |
| well taps | 70 | 0.0279 |
| repair buffers | 71 | 0.229 |
| multi-input cells | 32 | 0.150 |
| clock buffers | 19 | 0.0673 |
routing by layer:
metal  share of wire  up-vias  global-route usage
met3           0.066       13              0.0608
met1            0.45      565               0.242
met2            0.45       41               0.205
met5               0        -                   0
met4           0.036        0              0.0423
li1                -      503                   -
power by group through the flow:
stage	sequential, mW	clock [mW]	combinational [mW]
global route	2.30	1.40	1.72
finish	2.23	1.25	1.60
CTS	2.24	1.31	1.63
Yosys cell counts:
cell / n / share of area
buf_12: 3 / 0.027
dfrtp_1: 66 / 0.75
mux2_2: 2 / 0.010
buf_6: 1 / 0.0051
mux2_4: 30 / 0.21
worst max-delay path by stage:
stage	cells past startpoint	slack, ns	from	end
finish	1	0.32	mux_reg[27]	data_o[27]
CTS	1	0.30	mux_reg[14]	data_o[14]
global route	1	0.25	mux_reg[14]	data_o[14]
what timing repair did:
item | CTS | global route
hold buffers | 1 | 0
buffers inserted | 0 | 0
endpoints found under the hold margin | 9 | 0
through the flow:
stage	total power, mW	worst slack [ns]	std cells	util
CTS	5.17	0.295	258	0.604
global route	5.41	0.249	258	0.604
detailed placement	3.87	0.460	238	0.561
global placement	3.84	0.506	238	0.561
finish	5.08	0.317	258	0.604
floorplan	3.01	0.766	102	-
Power and IR drop assume default switching activity.
